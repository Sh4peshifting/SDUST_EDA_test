[design/flow/design.v]
`timescale 1ns/100ps
module fsm (input wire clk, rst, input_sig, output wire out);
reg [3:0] state, next_state;
parameter S0 = 0, S1 = 1, S2 = 2, S3 = 3;
assign out = (state[S3]);
always @ (posedge clk or posedge rst )
    if (rst)
        state <= #1 4'b0001;  
    else
        state <= #1 next_state;
always @ (state or input_sig)
begin
    next_state = 4'b0000;
    case (1'b1)
        state [S0]:
            if(input_sig)
                next_state [S1] = 1'b1;
            else
                next_state [S0] = 1'b1;
        state [S1]:
            if(input_sig)
                next_state [S2] = 1'b1;
            else
                next_state [S0] = 1'b1;
		state [S2]:
            if(!input_sig)
                next_state [S3] = 1'b1;
            else
                next_state [S2] = 1'b1;
        state [S3]:
		    if(input_sig)
                next_state [S1] = 1'b1;
            else
                next_state [S0] = 1'b1;
        default:
            next_state [S0] = 1'b1;
    endcase
end
endmodule
[design/flow/config.mk]
export PLATFORM = sky130hd
export DESIGN_NAME = fsm
export DESIGN_NICKNAME = fsm
export VERILOG_FILES = /design/flow/design.v
export SDC_FILE = /design/flow/constraint.sdc
export NUM_CORES = 4
export LEC_CHECK = 1
export CORE_AREA = 10 10 70 70
export DIE_AREA = 0 0 80 80
[design/flow/constraint.sdc]
current_design fsm

set clk_period 1.0
set clk_io_pct 0.2

create_clock -name clk0 -period $clk_period [get_ports {clk}]

set non_clock_inputs [all_inputs -no_clocks]
set_input_delay [expr $clk_period * $clk_io_pct] -clock clk0 $non_clock_inputs
set_output_delay [expr $clk_period * $clk_io_pct] -clock clk0 [all_outputs]
[design/flow/run.sh]
#!/bin/bash
# OpenROAD 26Q1-2900-gdf79404cd8, Yosys 0.63+post, stock flow scripts
make -C /OpenROAD-flow-scripts/flow DESIGN_CONFIG=/design/flow/config.mk WORK_HOME=/design/flow/orfs finish
==> impl_metrics.env <==
# source this file to load flow results
export IMPL_outcome="complete, no violations"
export IMPL_skew_ns=0.0108
export IMPL_cts_sinks=4
export IMPL_grt_max_degree=6
export IMPL_ys_warn_count=1
export IMPL_routed_wl_um=367
export IMPL_topCellsByArea="dfrtp_1, dfstp_2, nor3b_1, a21oi_2, nor4b_1"
export IMPL_cp_end_kind="flip-flop"
export IMPL_numCtsBuffers=3
export IMPL_crit_arrival_ns=1.10
export IMPL_gp_congestion=0.699
export IMPL_drtIter0Drc=7
export IMPL_fin_area_um2=278
export IMPL_largest_reg_flops=4
export IMPL_cap_violations=0
export IMPL_path_cells="buf_4, o31a_1, a21oi_2"
export IMPL_fin_crit_sh=0.934
export IMPL_clk_pin_slew_ns=0.04
export IMPL_drive_above_1_share=0.333
export IMPL_antenna_found_initial=0
export IMPL_required_ns=1.17
export IMPL_syn_to_final_growth_pct=72.1
export IMPL_core_um2=3420
export IMPL_start_kind="flip-flop"
export IMPL_cpMaxStageDelayCell="dfrtp_1"
export IMPL_synth_cells=13
export IMPL_slew_viol_final=0
export IMPL_hold_class="in -> async"
export IMPL_first_global_vias=146
export IMPL_regMostFlops="state"
export IMPL_rsz0062_at_grt="false"
export IMPL_wl_per_cell_um=5.48
export IMPL_syn_avg_cell_area_um2=12.4
export IMPL_die_area_um2=6400
export IMPL_period_minus_slack_ns=0.934
export IMPL_ys_chip_area_um2=161
export IMPL_utilization=0.0813
export IMPL_gr_usage_all_layers=0.0137
export IMPL_numSynthFlops=4
export IMPL_power_leakage_nw=0.103
export IMPL_cts_tree="built"
export IMPL_root_buffer="clkbuf_4"
export IMPL_synth_area_um2=161
export IMPL_insertion_delay_ns=0.24
export IMPL_fmax_ghz=1.07
export IMPL_synth_top_cell_area_share=0.465
export IMPL_route_vias_total=125
export IMPL_dp_hpwl_um=287
export IMPL_dieWidth_um=80
export IMPL_critPathTopFamily="flip-flops"
export IMPL_overflow=0
export IMPL_fillers=407
export IMPL_clockBufferDepth=2
export IMPL_ys_cells=13
export IMPL_post_route_drc_count=0
export IMPL_portBuffers=3
export IMPL_drt_pass1_iter_count=2
export IMPL_viasPerCell=1.87
export IMPL_grt_pass1_wl_um=621
export IMPL_cts_max_level=1
export IMPL_antennaDiodeCount=0
export IMPL_yosysUniqueCellTypes=9
export IMPL_flop_area_um2=101
export IMPL_slew_headroom=0.847
export IMPL_slowest_delay_ns=0.37
export IMPL_ant_nets=0
export IMPL_initCoreUtil=0.0473
export IMPL_peakVddDrop_v=0.000434
export IMPL_crit_buf_inv=1
export IMPL_hold_slack_ns=0.141
export IMPL_top_area_cell="dfrtp_1"
export IMPL_reg_top3="state x4"
export IMPL_tightest_slew_ns=0.226
export IMPL_dpl_cell_area_um2=256
export IMPL_comb_area_um2=56.3
export IMPL_power_density_nw_per_um2=1590
export IMPL_setup_violations=0
export IMPL_warnings=25
export IMPL_worst_setup_path_type="reg -> reg"
export IMPL_ios=4
export IMPL_hold_viol=0
export IMPL_critPathMaxFanout=2
export IMPL_rows=21
export IMPL_yosys_stat_seqShare=0.628
export IMPL_die_height_um=80
export IMPL_most_common_layout_cells="clkbuf_4, dfrtp_1, nor3b_1, nor2_1, clkdlybuf4s50_1"
[through the flow]
stage | cells | worst slack [ns] | power (W) | setup TNS, ns
4_1_cts | 67 | 0.0491 | 0.000453 | 0
3_3_place_gp | 63 | -0.0114 | 0.000217 | -0.0138
3_5_place_dp | 63 | -0.0357 | 0.000221 | -0.0995
5_1_grt | 67 | 0.0126 | 0.000478 | 0
6_report | 67 | 0.0657 | 0.000442 | 0
2_1_floorplan | 13 | 0.169 | 0.000204 | 0
[area by class of cell]
class | count | share of cell area
clock buffers | 4 | 0.0946
well taps | 46 | 0.207
multi-input cells | 8 | 0.203
flip-flops and latches | 4 | 0.365
inverters | 1 | 0.0135
repair buffers | 4 | 0.117
[cells in the mapped netlist, drive strengths merged]
master / count
nor4b: 1
inv: 1
o31a: 1
dfrtp: 3
dfstp: 1
a21oi: 1
o21a: 1
nor3b: 2
nor2: 2
[cell families after synthesis]
group / share of synthesized area
AOI/OAI and AO/OA: 0.155
DFF: 0.628
buffers and inverters: 0.0232
and+or+nand+nor: 0.194
[where the power goes]
group	switching (W)	leakage, nW	internal [W]
combinational	0.0000127	0.0371	0.0000182
clock	0.0000743	0.0150	0.000150
sequential	0.0000112	0.0508	0.000175
total	0.0000982	0.103	0.000344
[per-layer routing]
layer / GRT usage / share of wire / vias up
li1: - / - / 61
met1: 0.0154 / 0.48 / 57
met5: 0 / 0 / -
met3: 0.0216 / 0.23 / 0
met4: 0.00176 / 0 / 0
met2: 0.0128 / 0.29 / 7
[repair_timing]
action	CTS	global route
hold buffers	0	0
setup endpoints to repair	1	0
resized	3	0
setup buffers	0	0
[final timing paths]
kind	depth (start not counted)	to	from	slack, ns
setup / recovery	3	state[0]	state[3]	0.07
hold / removal	2	state[3]	rst	0.14
setup reg to reg	3	state[0]	state[3]	0.07
hold reg to reg	1	state[0]	state[2]	0.46
max in group asynchronous	2	state[0]	rst	0.62
min in group clk0	1	state[0]	state[2]	0.46
Power figures rest on the tool's default switching activity, not on a simulated workload.
