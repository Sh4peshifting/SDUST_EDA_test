--- ./config.mk ---
export PLATFORM = sky130hd
export DESIGN_NAME = stopwatch
export DESIGN_NICKNAME = stopwatch
export VERILOG_FILES = /design/flow/design.v
export SDC_FILE = /design/flow/constraint.sdc
export NUM_CORES = 4
export LEC_CHECK = 1
export CORE_UTILIZATION = 40
--- ./constraint.sdc ---
current_design stopwatch

set clk_period 16.3
set clk_io_pct 0.2

create_clock -name clk0 -period $clk_period [get_ports {clk_50M}]

set non_clock_inputs [all_inputs -no_clocks]
set_input_delay [expr $clk_period * $clk_io_pct] -clock clk0 $non_clock_inputs
set_output_delay [expr $clk_period * $clk_io_pct] -clock clk0 [all_outputs]
--- ./design.v ---
module SEG7_LUT (oSEG,iDIG);
input [3:0] iDIG;
output [6:0] oSEG;
reg [6:0] oSEG;
always @ (*)
begin
    case (iDIG)
        4'h0: oSEG = 7'b1000000;
        4'h1: oSEG = 7'b1111001;
        4'h2: oSEG = 7'b0100100;
        4'h3: oSEG = 7'b0110000;
        4'h4: oSEG = 7'b0011001;
        4'h5: oSEG = 7'b0010010;
        4'h6: oSEG = 7'b0000010;
        4'h7: oSEG = 7'b1111000;
        4'h8: oSEG = 7'b0000000;
        4'h9: oSEG = 7'b0011000;
        4'ha: oSEG = 7'b0001000;
        4'hb: oSEG = 7'b0000011;
        4'hc: oSEG = 7'b1000110;
        4'hd: oSEG = 7'b0100001;
        4'he: oSEG = 7'b0000110;
        4'hf: oSEG = 7'b0001110; 
        default: oSEG = 7'b1000000;
    endcase
end
endmodule
module counter(
    input wire clk,
    input wire rst,
    input wire pause,
    output reg [11:0] counter_ms,
    output reg [7:0] counter_sec,
    output reg [3:0] counter_min
);
reg [15:0] prescaler;
always @(posedge clk or negedge rst) begin
    if (!rst) begin
        counter_ms <= 12'b0;
        counter_sec <= 8'b0;
        counter_min <= 4'b0;
        prescaler <= 16'b0;
    end else if (!pause) begin
        prescaler <= prescaler + 1;
        if (prescaler == 50000) begin
            prescaler <= 16'b0;
            counter_ms <= counter_ms + 1;
            if (counter_ms == 1000) begin
                counter_ms <= 12'b0;
                counter_sec <= counter_sec + 1;
                if (counter_sec == 60) begin
                    counter_sec <= 8'b0;
                    counter_min <= counter_min + 1;
                    if (counter_min == 10) begin
                        counter_min <= 4'b0;
                    end
                end
            end
        end
    end
end
endmodule
module stopwatch (clk_50M, rst, pause, oSEG_min, oSEG_sec2, oSEG_sec1, oSEG_ms3, oSEG_ms2, oSEG_ms1);
input clk_50M;
input rst;
input pause;
output wire [6:0] oSEG_min;
output wire [6:0] oSEG_sec2;
output wire [6:0] oSEG_sec1;
output wire [6:0] oSEG_ms3;
output wire [6:0] oSEG_ms2;
output wire [6:0] oSEG_ms1;
wire [11:0] ms;
wire [7:0] sec;
wire [3:0] min;
wire [3:0] ms2,ms1,ms0;
wire [3:0] sec1,sec0;
wire [3:0] min0;
reg stopwatch_resume_flag;
reg stopwatch_resume_flag_d;
counter cnt(clk_50M,rst,stopwatch_resume_flag,ms,sec,min);
SEG7_LUT seg7_min(oSEG_min,min0);
SEG7_LUT seg7_sec2(oSEG_sec2,sec1);
SEG7_LUT seg7_sec1(oSEG_sec1,sec0);
SEG7_LUT seg7_ms3(oSEG_ms3,ms2);
SEG7_LUT seg7_ms2(oSEG_ms2,ms1);
SEG7_LUT seg7_ms1(oSEG_ms1,ms0);
always @ (posedge clk_50M or negedge rst)
begin
    if (!rst) begin
        stopwatch_resume_flag <= 1'b0;
        stopwatch_resume_flag_d <= 1'b1;
    end
    else begin
        stopwatch_resume_flag_d <= pause;
        if (stopwatch_resume_flag_d && (~pause)) begin
            stopwatch_resume_flag <= ~stopwatch_resume_flag;
        end
    end
end
assign min0 = min;
assign sec1 = sec /10;
assign sec0 = sec %10;
assign ms2 = ms /100;
assign ms1 = (ms %100) /10;
assign ms0 = ms %10;
endmodule
--- ./run.sh ---
#!/bin/bash
# OpenROAD 26Q1-2900-gdf79404cd8, Yosys 0.63+post, stock flow scripts
make -C /OpenROAD-flow-scripts/flow DESIGN_CONFIG=/design/flow/config.mk WORK_HOME=/design/flow/orfs finish
==> impl_metrics.tcl <==
# place-and-route summary
set metrics [dict create \
    path_class "register to output port" \
    instances_no_fill 1424 \
    vias 8520 \
    worst_pin_slew_ns 0.864 \
    drt_pass1_iterations 5 \
    track_usage 0.200 \
    overflow 0 \
    cts-buffers-inserted 5 \
    drtIter0Drc 605 \
    rsz0062_at_grt "no" \
    internal_power_mw 0.197 \
    openroad.warnings 55 \
    synth_top_cell_by_area "dfrtp_1" \
    grt_pass1_vias 7325 \
    routedWlPerCell_um 15.0 \
    drv_slew 0 \
    syn_inst 1159 \
    die_area_um2 21500 \
    root_buffer "clkbuf_16" \
    power.leakage_nw 3.54 \
    wl_mm 21.3 \
    dpl_cell_area_um2 8860 \
    fin_crit_sh 0.811 \
    seqPwrFrac 0.475 \
    clockBufferDepth 2 \
    synthDistinctLibCells 118 \
    grt_start_max_net_pins 43 \
    postRouteAntennaNets 0 \
    area_leaders "dfrtp_1 (12%), ha_1 (6.6%), nand2_1 (6.2%), o21ai_0 (4.9%), xnor2_1 (4.8%)" \
    cellPowerDensity_nw_per_um2 29.3 \
    synth.top_cell.area_share 0.123 \
    syn_area_um2 8360 \
    layout_setup_ws_ns 3.08 \
    detailedPlace.worstSlack_ns 3.46 \
    crit_path_start_kind "register" \
    drc 0 \
    core_area_um2 20400 \
    drive_gt1_frac 0.0858 \
    ff_type "dfrtp_1" \
    ir_worst_vdd_mv 0.0648 \
    period_needed_ns 13.22 \
    cts_resized 0 \
    place_inst 1416 \
    hold_path_class "register to register" \
    max_cap_violations 0 \
    async_flop_share 1.00 \
    outcome "completed" \
    netSwitchingPower_mw 0.0674 \
    clock-sinks 42 \
    cts_tree "done" \
    comb_area_um2 6730 \
    crit_required_ns 13.04 \
    area_growth_pct 7.99 \
    final_area_um2 9030 \
    fin_setup_tns_ns 0 \
    top_cell "nand2_1" \
    dp_hpwl_mm 15.8 \
    syn_area_per_cell_um2 7.21 \
    finalCoreUtilization 0.443 \
    ys_area_um2 8360 \
    slowest_stage "a2111oi_4" \
    h-tree-depth 2 \
    rows 52 \
    portBuffers 44 \
    regArea_um2 1050 \
    antenna_cells 0 \
    ys.flops 42 \
    grt_pass1_wl_mm 36.2 \
    die_h_um 147 \
    switching_share 0.255 \
    postSynthSeqShare 0.126 \
    gp_congestion 0.933 \
    crit_fanout 26 \
    holdBufCountCts 0 \
    io_pins 45 \
    fmax_ghz 0.0757 \
    nFillCells 2041 \
    path_clk_slew_ns 0.06 \
    clock_latency_ns 0.29 \
    grt_antenna_before_repair 0 \
    die_w_um 147 \
    combPwrFrac 0.082 \
    top_cells_by_count "nand2_1 (139), nor2_1 (99), o21ai_0 (81)" \
    cts_setup_buffers 0 \
    yosysWarnings 3 \
    edf_count 0 \
    cp.arrival_ns 9.96 \
    relSlewSlack 0.420 \
    yosys_cells 1159 \
    timing.critical_path.slowest_cell_delay_ns 0.78 \
    viasPerCell 5.98 \
    hold_violations 0 \
    fp_util 0.410 \
    clkPwrFrac 0.442 \
    critical_path.endpoint_type "output port" \
    skew_ns 0.00469 \
    finalSetupViolations 0 \
]
## path summary, 6_finish.rpt
kind                                    from            endpoint  slack (ns)  cells past startpoint
min reg2reg                cnt.prescaler[13]   cnt.prescaler[13]        0.50                      1
max in group asynchronous                rst   cnt.counter_ms[8]       12.88                      2
min in group asynchronous                rst    cnt.prescaler[2]        3.04                      2
min                        cnt.prescaler[13]   cnt.prescaler[13]        0.50                      1
max                        cnt.counter_ms[9]         oSEG_ms2[3]        3.08                     33
max reg2reg                cnt.counter_ms[6]  cnt.counter_sec[5]       13.29                      9
## registers in the layout, indices dropped and copies added (netlist names)
signal and count:
cnt.counter_min 4, cnt.counter_ms 12, cnt.counter_sec 8, cnt.prescaler 16, stopwatch_resume_flag 1, stopwatch_resume_flag_d 1
## cells by family (layout without fill, tap and decap cells)
family	Yosys count	after routing	synth area share
AOI/OAI and AO/OA	405	405	0.353
xor gates and xnor gates	65	65	0.0716
adders and majority gates	55	55	0.0793
buffers and inverters	120	115	0.0690
DFF	42	42	0.126
muxes	33	33	0.0433
and+or+nand+nor	439	439	0.258
## layer usage
layer,routed length [µm],vias to the layer above,global-route usage
li1,-,4359,-
met1,10600,3896,0.317
met2,9460,243,0.305
met3,1010,22,0.0162
met4,280,0,0.0255
met5,0,-,0
## per-stage QoR
step	hold slack, ns	power, mW
floorplan	0.461	0.142
global placement	0.486	0.149
detailed placement	0.486	0.150
CTS	0.499	0.266
global route	0.517	0.276
finish	0.500	0.264
## layout by cell type (no fill, tap or decap), types with 13 or more instances in the layout
master and n:
nand2_1 139, nor2_1 99, o21ai_0 81, a21oi_1 68
xnor2_1 46, nor3_1 45, nand3_1 44, ha_1 44
clkdlybuf4s50_1 43, dfrtp_1 41, inv_1 39, o22ai_1 22
mux2i_1 20, a31oi_1 19, o211ai_1 19, a211oi_1 18
buf_4 17, xor2_1 16, a21o_1 16, and2_1 15
o31ai_1 15, nand4_1 13
## worst max-delay path: cells and delay by family, from the launching register on
| kind | cells | cell delay, ns |
|---|---|---|
| AND-OR/OR-AND | 14 | 4.91 |
| adder cells (fa/ha/maj) | 3 | 0.78 |
| buffers and inverters | 4 | 0.71 |
| flip-flops | 1 | 0.65 |
| multiplexers | 3 | 0.98 |
| AND/OR/NAND/NOR | 9 | 1.60 |
## power groups by stage
stage	sequential, mW	combinational (mW)	clock (mW)
final	0.126	0.0217	0.117
after global routing	0.128	0.0253	0.123
after CTS	0.126	0.0223	0.118
## area by class of cell
| type | count | area share |
|---|---|---|
| Sequential cell | 42 | 0.117 |
| Tap cell | 270 | 0.0374 |
| Inverter | 46 | 0.0194 |
| Clock inverter | 3 | 0.00485 |
| Clock buffer | 5 | 0.0139 |
| Timing Repair Buffer | 61 | 0.0624 |
| Multi-Input combinational cell | 997 | 0.745 |
Power figures rest on the tool's default switching activity, not on a simulated workload.
